[./config.mk]
export PLATFORM = sky130hd
export DESIGN_NAME = Register_File
export DESIGN_NICKNAME = Register_File
export VERILOG_FILES = /design/flow/design.v
export SDC_FILE = /design/flow/constraint.sdc
export NUM_CORES = 4
export LEC_CHECK = 1
export CORE_UTILIZATION = 40
export SYNTH_HDL_FRONTEND = slang
[./run.sh]
#!/bin/bash
# OpenROAD 26Q1-2900-gdf79404cd8, Yosys 0.63+post, stock flow scripts
make -C /OpenROAD-flow-scripts/flow DESIGN_CONFIG=/design/flow/config.mk WORK_HOME=/design/flow/orfs finish
[./design.v]
module Register_File(clk,rst,WE3,WD3,A1,A2,A3,RD1,RD2);
    input clk,rst,WE3;
    input [4:0]A1,A2,A3;
    input [31:0]WD3;
    output [31:0]RD1,RD2;
    reg [31:0] Register [31:0];
    always @ (posedge clk)
    begin
        if(WE3 & (A3 != 5'h00))
            Register[A3] <= WD3;
    end
    assign RD1 = (rst==1'b0) ? 32'd0 : Register[A1];
    assign RD2 = (rst==1'b0) ? 32'd0 : Register[A2];
    initial begin
        Register[0] = 32'h00000000;
    end
endmodule
[./constraint.sdc]
current_design Register_File

set clk_period 5.4
set clk_io_pct 0.2

create_clock -name clk0 -period $clk_period [get_ports {clk}]

set non_clock_inputs [all_inputs -no_clocks]
set_input_delay [expr $clk_period * $clk_io_pct] -clock clk0 $non_clock_inputs
set_output_delay [expr $clk_period * $clk_io_pct] -clock clk0 [all_outputs]
==> flow_summary.yaml <==
# flow metrics
run_status:
  outcome: "completed"
layout:
  fin_area_sq_mm: 0.05503
  syn2layout_area_growth_pct: 16.53
  lay_top_cells: "edfxtp_1 (1024), mux4_2 (448), buf_4 (157)"
  layout_top_cell: "edfxtp_1"
  largest_reg_flops: 1024
  regMostFlops: "Register"
  reg_top3: "Register x1024"
  drive_gt1_frac: 0.3688
  finalNonFillerCells: 4173
  utilization: 0.4716
routing:
  vias: 26950
  highest_layer: "met5"
  postRouteAntennaNets: 0
  wl_met3_mm: 26.66
  wl_met2_mm: 68.80
  num_antenna_cells: 0
  routed_via_density: 6.458
  drtIter0Drc: 1826
  drc: 0
  drt-wirelength-per-cell_um: 35.20
  wl_met1_mm: 44.50
  dr.pass1.iters: 5
  wl_mm: 146.9
setup_path:
  path_max_fanout: 20
  end_kind: "output port"
  required_ps: 4320
  path_cells: "buf_4, buf_4, nor2_1, a22oi_1, buf_4, a31oi_1, clkdlybuf4s50_1"
  crit_top_cell: "buf_4"
  crit_family: "buffers and inverters"
  crit_type: "in -> out"
  slowest_stage: "nor2_1"
  crit_buf_inv: 4
  cp-start-kind: "input pin"
  critical_path.max_stage_delay_ps: 810
  arrival_ps: 3970
synth:
  ys_async_sr_fraction: 0
  ys_warn_count: 0
  ff_type: "edfxtp_1"
  yosysCellCount: 2322
  ys_types: 29
  numSynthFlops: 1024
  edf_count: 1024
  syn-instance-count: 2322
  yosys_area_sq_mm: 0.04722
  synth.avg_cell_area_sq_um: 20.34
  synth_area_sq_mm: 0.04722
  synth-seq-area-share: 0.6512
clocking:
  path_clk_slew_ps: 60
  post_cts_buffers: 0
  cts_htree_levels: 3
  clkSinkCount: 1024
  cts_buffers: 103
  cts-root-buf: "clkbuf_16"
  cts_tree: "done"
  cts_resized: 0
  max-clock-path-buffers: 3
  cts_hold_buffers: 0
grt:
  grt_max_degree: 57
  grt.overflow.total: 0
  grt_pass1_wl_mm: 211.5
  antenna_found_initial: 3
  grt_pass1_vias: 30610
  track_usage: 0.2720
placed_design:
  place_area_sq_mm: 0.05146
  port_buffers: 113
  dpl.cell_count: 3978
  dp_hpwl_mm: 90.47
  place.gp.congestion: 0.9006
  place_ws_ps: 419.2
sta:
  relSlewSlack: 0.3099
  hold_violations: 0
  setup_viol: 0
  period_used_share: 0.9361
  fin_crit_ps: 5055
  worst-slew-pin-transition_ps: 1032
  holdWs_ps: 1218
  fmax_ghz: 0.1978
  final-max-slew-violation-count: 0
  fin_ws_ps: 345.2
  rsz0062_at_grt: "false"
  setup_tns_ps: 0
floorplanning:
  ioPinCount: 114
  core_area_sq_mm: 0.1167
  die_h_um: 345.6
  fp_util: 0.4047
  fp.dieW_um: 345.6
  die_area_sq_mm: 0.1194
  fp-row-count: 125
power:
  power_density_mw_per_mm2: 328.1
  p_total_mw: 18.06
  ir_drop_mv: 0.2749
  power.leakage_nw: 17.32
min_path:
  hold_path.class: "in -> reg"
  min_path_cells: 2
  hold_path_end: "Register[27][12]"
  holdCritStartpoint: "WD3[12]"
job:
  drv_cap: 0
  tool_warnings: 26
==> power breakdown <==
group | leakage (nW) | internal (mW) | switching, mW
logic | 6.32 | 0.725 | 0.892
registers | 9.25 | 8.86 | 0.0483
clock network | 1.75 | 4.49 | 3.04
==> layout make-up <==
class | instances | area, sq um
fill | 9375 | 61650
sequential | 1024 | 30750
multi-input combinational | 1127 | 15860
timing repair buffer | 301 | 2937
clock buffer | 121 | 2751
tap | 1524 | 1907
clock inverter | 74 | 815.8
inverter | 2 | 11.26
==> cell families after synthesis <==
family                 after synthesis  share of synthesized area
and+or+nand+nor                     82                   0.007870
buffers and inverters              202                    0.02154
DFF                               1024                     0.6512
other                                1                 0.00007941
muxes                              704                     0.2713
AOI/OAI and AO/OA                  309                    0.04801
==> worst max path at each step <==
| stage | start | endpoint | slack [ps] | cells past startpoint |
|---|---|---|---|---|
| 5_1_grt | A2[1] | RD2[17] | 320 | 7 |
| 6_report | A2[1] | RD2[17] | 350 | 7 |
| 4_1_cts | A2[1] | RD2[17] | 420 | 7 |
==> routing by layer <==
metal	GRT usage	up-vias
met5	0.02081	-
met4	0.09011	14
met3	0.2116	406
met2	0.3965	2282
met1	0.3085	13540
li1	-	10700
==> cells in the mapped netlist (15+ instances only) <==
library cell | number | area share
o21ai_1 | 23 | 0.0024
a221oi_1 | 53 | 0.0098
clkbuf_1 | 104 | 0.0083
a31oi_1 | 64 | 0.0085
mux2_2 | 128 | 0.031
nor2_1 | 38 | 0.0030
buf_2 | 63 | 0.0067
a22oi_1 | 64 | 0.010
mux4_2 | 448 | 0.21
mux2i_1 | 128 | 0.027
nand2_1 | 23 | 0.0018
buf_4 | 15 | 0.0024
o21ai_0 | 30 | 0.0032
o221ai_1 | 64 | 0.012
edfxtp_1 | 1024 | 0.65
No activity file was given, so power comes from the tool's default toggle rates.
