===== ./config.mk =====
export PLATFORM = sky130hd
export DESIGN_NAME = ALU
export DESIGN_NICKNAME = ALU
export VERILOG_FILES = /design/flow/design.v
export SDC_FILE = /design/flow/constraint.sdc
export NUM_CORES = 4
export LEC_CHECK = 1
export CORE_UTILIZATION = 40
export SYNTH_HDL_FRONTEND = slang

===== ./constraint.sdc =====
current_design ALU

set clk_period 11.6
set clk_io_pct 0.2

create_clock -name clk0 -period $clk_period

set non_clock_inputs [all_inputs -no_clocks]
set_input_delay [expr $clk_period * $clk_io_pct] -clock clk0 $non_clock_inputs
set_output_delay [expr $clk_period * $clk_io_pct] -clock clk0 [all_outputs]

===== ./design.v =====
module ALU(A,B,Result,ALUControl,OverFlow,Carry,Zero,Negative);
    input [31:0]A,B;
    input [2:0]ALUControl;
    output Carry,OverFlow,Zero,Negative;
    output [31:0]Result;
    wire Cout;
    wire [31:0]Sum;
    assign Sum = (ALUControl[0] == 1'b0) ? A + B :
                                          (A + ((~B)+1)) ;
    assign {Cout,Result} = (ALUControl == 3'b000) ? Sum :
                           (ALUControl == 3'b001) ? Sum :
                           (ALUControl == 3'b010) ? A & B :
                           (ALUControl == 3'b011) ? A | B :
                           (ALUControl == 3'b101) ? {{32{1'b0}},(Sum[31])} :
                           {33{1'b0}};
    assign OverFlow = ((Sum[31] ^ A[31]) & 
                      (~(ALUControl[0] ^ B[31] ^ A[31])) &
                      (~ALUControl[1]));
    assign Carry = ((~ALUControl[1]) & Cout);
    assign Zero = &(~Result);
    assign Negative = Result[31];
endmodule

===== ./run.sh =====
#!/bin/bash
# OpenROAD 26Q1-2900-gdf79404cd8, Yosys 0.63+post, stock flow scripts
make -C /OpenROAD-flow-scripts/flow DESIGN_CONFIG=/design/flow/config.mk WORK_HOME=/design/flow/orfs finish

==> run_results.csv <==
group,metric,value,unit
status,status,"finished, final reports clean",
timing,fin_crit_sh,0.831,
timing,slew_violations,0,
placed_design,place_hpwl,16800,um
min_path,hold_path.class,"input port to output port",
floorplanning,rows,41,
synth,synthesis.area,5180,um2
finish,area_delta_synth_final,21.2,%
setup_path,cp-start-kind,"input port",
setup_path,crit_start,"A[1]",
global_route,antenna_found_initial,0,
synth,synth_seq_share,0,
floorplanning,chip_area,13400,um2
setup_path,arrival,7.32,ns
drt,antennaDiodeCount,0,
synth,yosysWarnings,0,
floorplanning,pin_count,103,
run,openroad.warnings,95,
finish,drive_above_1_share,0.0285,
global_route,grt_pass1_vias,5940,
timing,fmax,0.104,GHz
placed_design,port_buffers,102,
timing,period_needed,9.64,ns
drt,routed_wl,20700,um
timing,hold_viol,0,
drt,ant_nets,0,
placed_design,globalplace.congestion,0.978,
finish,nFillCells,1334,
finish,clock_buffers,0,
timing,worst_slew_pin_slew,0.953,ns
synth,syn-instance-count,813,
power,max-vdd-ir-drop,0.0000222,V
synth,synth_cell_types,74,
floorplanning,die_y,116,um
setup_path,endpoint_kind,"output port",
drt,via_per_inst,5.93,
run,drv_cap,0,
floorplanning,core_area,12600,um2
global_route,grt_max_degree,49,
setup_path,required,9.28,ns
floorplanning,fp_util,0.411,
finish,regArea,0,um2
global_route,overflow,0,
timing,setup_viol,0,
clocking,cts_hold_buf,0,
drt,drt_iter0_drc,551,
setup_path,cp_max_fo,5,
timing,finalSetupTns,0,ns
global_route,grt_use_total,0.316,
global_route,grt_pass1_wl,32100,um
finish,ff_count,0,
setup_path,path_class,"input port to output port",
power,leakage,2.78,nW
min_path,min-delay-start,"ALUControl[0]",
timing,layout_setup_ws,1.96,ns
placed_design,pre_cts_slack,2.07,ns
drt,drc,0,
drt,first_pass_iters,5,
power,pwr_density_cell,50.7,nW/um2
synth,syn_avg_cell_area,6.38,um2
timing,maxSlewHeadroom,0.348,
floorplanning,die_w,116,um
clocking,post_cts_buffers,0,
timing,rsz0062_at_grt,"false",
synth,yosys_area,5180,um2
drt,route.vias.total,6230,
drt,wl_per_cell,19.8,um
clocking,cts_resized,0,
synth,ys_cells,813,
-- cell usage in the layout (no fill, tap or decap), types with 16 or more instances in the layout --
| cell type | synthesis | final |
|---|---|---|
| nor2_1 | 81 | 81 |
| xnor2_1 | 17 | 17 |
| nand3_1 | 16 | 16 |
| clkdlybuf4s50_1 | 0 | 101 |
| a21oi_1 | 92 | 92 |
| inv_1 | 97 | 97 |
| ha_1 | 95 | 95 |
| nor3_1 | 28 | 28 |
| o21ai_0 | 45 | 45 |
| a211oi_1 | 16 | 16 |
| nand2_1 | 54 | 54 |
| o211ai_1 | 16 | 16 |
-- critical path, cell delays in order --
cell and delay, ns:
clkdlybuf4s50_1 0.56, inv_1 0.11, ha_1 0.31, o21bai_1 0.10
o211ai_1 0.43, a31oi_1 0.25, a211oi_1 0.44, buf_4 0.21
o211ai_1 0.21, nand2_1 0.12, nand3_1 0.12, xnor2_1 0.26
a2111oi_0 0.91, nand2b_1 0.21, nor4_2 0.25, clkdlybuf4s50_1 0.50
-- layout make-up --
cell class / instances / area, um2 / share of cell area
inverter: 100 / 375 / 0.0597
multi-input combinational: 666 / 4600 / 0.732
tap: 172 / 215 / 0.0342
timing repair buffer: 112 / 1090 / 0.174
-- routing by layer --
| layer | share of wire | GRT usage | up-vias |
|---|---|---|---|
| li1 | - | - | 3048 |
| met1 | 0.41 | 0.393 | 2865 |
| met2 | 0.50 | 0.581 | 264 |
| met3 | 0.054 | 0.0128 | 53 |
| met4 | 0.039 | 0.104 | 0 |
| met5 | 0 | 0 | - |
-- final timing paths --
check,endpoint,cells after the start
min,Result[4],5
max,Zero,16
-- metrics by stage --
| step | area, um2 | util | cells | power, mW | hold slack (ns) |
|---|---|---|---|---|---|
| 2_1_floorplan | 5180 | - | 813 | 0.191 | 4.78 |
| 3_3_place_gp | 6280 | 0.498 | 1050 | 0.314 | 5.70 |
| 3_5_place_dp | 6280 | 0.498 | 1050 | 0.313 | 5.69 |
| 4_1_cts | 6280 | 0.498 | 1050 | 0.315 | 5.71 |
| 5_1_grt | 6280 | 0.498 | 1050 | 0.348 | 5.80 |
| 6_report | 6280 | 0.498 | 1050 | 0.318 | 5.71 |
-- synth_stat cells (10+ instances only) --
master,n,area share
nand3_1,16,0.015
nand2_1,54,0.039
a211oi_1,16,0.023
o21ai_1,10,0.0097
o211ai_1,16,0.023
clkbuf_1,32,0.023
nand4_1,14,0.017
a31oi_1,10,0.012
nor2_1,81,0.059
nor2b_1,12,0.014
xnor2_1,17,0.029
nor4_1,10,0.012
a21oi_1,92,0.089
ha_1,95,0.23
nor3_1,28,0.027
o21ai_0,45,0.043
inv_1,97,0.070
nand2b_1,14,0.017
-- power breakdown --
group	leakage, nW	internal, mW	switching (mW)	total (mW)
clock	0	0	0	0
sequential	0	0	0	0
combinational	2.78	0.132	0.186	0.318
total	2.78	0.132	0.186	0.318
-- kinds of logic after synthesis --
| kind of cell | count (synthesis) | share of synthesized area |
|---|---|---|
| other | 1 | 0.000723 |
| XOR/XNOR | 20 | 0.0338 |
| multiplexers | 13 | 0.0282 |
| AND/OR/NAND/NOR | 252 | 0.235 |
| adder cells (fa/ha/maj) | 97 | 0.237 |
| AND-OR/OR-AND | 283 | 0.353 |
| buffers and inverters | 147 | 0.112 |
Power figures rest on the tool's default switching activity, not on a simulated workload.
